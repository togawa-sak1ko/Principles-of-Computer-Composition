$ cat /design/flow/run.sh
#!/bin/bash
# OpenROAD 26Q1-2900-gdf79404cd8, Yosys 0.63+post, stock flow scripts
make -C /OpenROAD-flow-scripts/flow DESIGN_CONFIG=/design/flow/config.mk WORK_HOME=/design/flow/orfs finish
$ cat /design/flow/config.mk
export PLATFORM = sky130hd
export DESIGN_NAME = timer
export DESIGN_NICKNAME = timer
export VERILOG_FILES = /design/flow/design.v
export SDC_FILE = /design/flow/constraint.sdc
export NUM_CORES = 4
export LEC_CHECK = 1
export CORE_UTILIZATION = 40
$ cat /design/flow/constraint.sdc
current_design timer

set clk_period 13.5
set clk_io_pct 0.2

create_clock -name clk0 -period $clk_period [get_ports {CLK_I}]

set non_clock_inputs [all_inputs -no_clocks]
set_input_delay [expr $clk_period * $clk_io_pct] -clock clk0 $non_clock_inputs
set_output_delay [expr $clk_period * $clk_io_pct] -clock clk0 [all_outputs]
$ cat /design/flow/design.v
module timer(
input CLK_I,
input RST_I,
input [3:2]ADDR_I,
input WE_I,
input [31:0]DAT_I,
output wire [31:0]DAT_O,
output wire IRQ
);
reg [31:0] ctrl, preset, count;
wire im;
wire [2:1] mode;
wire enable;
assign im = ctrl[3];  
assign mode = ctrl[2:1];  
assign enable = ctrl[0];  
assign IRQ = (count==32'b0 && im && mode==2'b00) ? 1 : 0;  
assign DAT_O = (ADDR_I == 2'b00) ? ctrl : (ADDR_I == 2'b01) ? preset : (ADDR_I == 2'b10) ? count : count;
initial
begin
    ctrl = 32'd0;  
    preset = 32'd0;
    count = 32'd0;
end
always@(posedge CLK_I)
begin
if(RST_I)
begin
ctrl = 32'd0; 
preset = 32'd0;
count = 32'd0;
end
else if(WE_I)
begin
case(ADDR_I)
2'b00:
begin
ctrl = DAT_I;
end
2'b01:
begin
preset = DAT_I;
end
2'b10:
begin
count = DAT_I;
end
default:;
endcase
end
else if(enable)
begin
if(count > 0)
begin
count = count - 1;
end
else if(count == 0)
begin
case(mode)
2'b00:;
2'b01:
begin
count = preset;
end
default:;
endcase
end
end
end
endmodule
==> run notes <==
Implementation summary

sky130_fd_sc_hd__dfxtp_1 takes more of the synthesized area than any other cell. The worst setup path is captured at an output pin. The maximum number of pins on one net before global-route repair is 70.

The compound-cell area share of the yosys netlist is 24.7%. Adding up every negative setup slack in the final design gives 0 ns. The arrival time of the worst setup path is 4.22 ns. The die outline height is 118 µm. The flow ran to the end, and the final reports show no timing, DRC or antenna violations. Dividing the final minimum period by the clock period gives 51.3%.

At the end of routability-driven placement, the weighted congestion stood at 0.885. The slew at the pin closest to its max-slew limit is 0.809 ns. The overflow left after global routing is 0. The power report lists cell-internal power as 0.529 mW. For reference, the final report shows the max-slew violation count at 0. The global-route usage over all layers is 22.7%.

The logs give a warning total of 25. The highest supply drop recorded on VDD is 59.7 µV. The count of nets left with antenna violations after detail routing is 0.

Per the Yosys statistics, synthesis produced 717 cells. Of the total synthesized cell area, the portion taken by AND, OR, NAND and NOR gates is 24.4%. For this block, the via count after detailed routing is 5078.

The clock skew is 0.00700 ns. The number of antenna violations at the first check in global routing is 0. In the synthesized netlist the dominant register cell turns out to be sky130_fd_sc_hd__dfxtp_1. The maximum fanout count along the critical path is 37. For this design, the sink count on the clock tree is 96.

The cell-mix breakdown from Yosys lists the XOR/XNOR area share as 2.61%. Based on the critical path, the design can be clocked at up to 144 MHz. Each instance of the synthesized netlist takes up on average 7.49 µm². The detailed-route wire length is 15.2 mm. STA on the placed design reports a worst setup slack of 6.58 ns. The placement-stage cell area is 6110 µm². By area the synthesized netlist is led by sky130_fd_sc_hd__dfxtp_1 (36%), sky130_fd_sc_hd__nand2_1 (12%), sky130_fd_sc_hd__a21oi_1 (8.4%).

According to the timing report, the data required time at the worst endpoint equals 10.80 ns. The final hold violation count is 0. Yosys mapped a number of flops with a built-in enable equal to 0. The area reported by Yosys stat is 5370 µm². The buffer_ports step reported a buffer count of 69. The switching part of the total power is 29.2%. TritonCTS built the clock tree. The fraction of final layout cells sized beyond drive strength 1 is 7.96%. The worst path in the final design needs a cycle of 6.92 ns, including I/O delays and setup. The count of H-tree levels built during CTS is 3. The die covers 13900 µm². The region available for standard cell placement spans 12900 µm². The gate count of the mapped netlist is 717.

After floorplanning, the core was divided into 41 placement rows. The power density over cell area is 116 nW/µm². The count of endpoints failing setup in the final report is 0. The sequential group share of total power is 41.6%. Counting flops and latches in the post-synthesis netlist gives 96.

The number of iterations in the first detailed-routing pass is 5. In this run the power spent charging and discharging nets is 0.218 mW. Looking at the gate-level netlist, the highest instance count belongs to sky130_fd_sc_hd__nand2_1.

In this run the worst hold path is classified as reg2reg. The antenna cell count is 0. The horizontal die dimension reported for this design is 118 µm. Clock tree synthesis selected as its root buffer the cell sky130_fd_sc_hd__clkbuf_16. The power report attributes to the combinational group a share of 21.9%. The sort of element at the start of the critical path is an input port. The warning tally printed by Yosys for this design is 1. The reported leakage power is 2.28 nW. The core occupancy in the finished layout is 49.9%. The top cell type's share of synthesized area is 35.8%. The clock insertion delay at the later pin of the skew report is 0.35 ns. The floorplan step records an initial core utilization of 41.7%. The top-level I/O count is 70. The mapped netlist covers 5370 µm².

The synthesized netlist devotes 0.233% of its cell area to adder and majority cells. After routing the design area is 6420 µm². The routed design shows a wire length per standard cell of 16.4 µm.

The number of distinct library cells after synthesis is 57. The total power is 0.747 mW. The first global-routing pass estimated 25.1 mm of wire. Among the non-sequential cells, AND-OR/OR-AND gates take the most area. The proportion of register bits with asynchronous set or reset after synthesis is 0%. The clock tree buffer depth is 2.

The detailed placer's ending HPWL is 9.72 mm. The portion of synthesized area spent on multiplexers is 6.94%. The post-route DRC violation count is 0. STA reports a reg2reg setup slack of 9.47 ns.

The post-CTS repair timing setup buffer count is 0. The number of hold buffers added after CTS was 0. From synthesis to final layout, the design area changed by 19.6%. The worst setup path category is in2out. The initial detailed-routing violation count is 350.

The number of global-route vias before repair is 4778. The commonest cells after synthesis are sky130_fd_sc_hd__nand2_1 (177), sky130_fd_sc_hd__dfxtp_1 (96), sky130_fd_sc_hd__a21oi_1 (90), sky130_fd_sc_hd__nor2_1 (49), sky130_fd_sc_hd__clkbuf_1 (48). Checking max transition, the worst relative margin is 45.9%. Per the detail_route report, vias per standard cell equal 5.48. Setup repair after global routing left no endpoint under its margin.

The power report attributes to the clock group a share of 36.5%. The max-cap check violation count is 0. Buffers inserted during clock tree synthesis total 9.

The post-route worst setup slack is 6.58 ns. After clock tree synthesis, the clock-pin slew on the worst setup and hold paths is 0.06 ns. The register area share after synthesis is 35.8%. Once the clock tree was built, the resizer swapped 0 gates to a different size.
## stage by stage
step	hold WS, ns	instances
after floorplan	0.436	717
after global placement	0.443	910
after detailed placement	0.447	910
after CTS	0.455	926
after global routing	0.477	926
final	0.453	926
## power groups by stage
stage	combinational [mW]	clock, mW	sequential [mW]
after global routing	0.180	0.290	0.313
final	0.163	0.273	0.311
after CTS	0.164	0.278	0.311
## critical path: stages
cell and delay, ns:
sky130_fd_sc_hd__buf_2 0.08, sky130_fd_sc_hd__buf_4 0.53, sky130_fd_sc_hd__mux2i_1 0.15, sky130_fd_sc_hd__o21ai_0 0.24
sky130_fd_sc_hd__clkdlybuf4s50_1 0.51
## state kept, by name, indices dropped and copies added (netlist names)
signal	flops
preset	32
ctrl	32
count	32
## kinds of logic (layout without fill, tap and decap cells)
logic type	after synthesis	in the layout
compound gates	206	206
xor+xnor	16	16
fa+ha+maj	1	1
buf+inv	68	105
flops	96	96
mux	37	37
simple gates	293	293
## routing by layer
metal  track usage, %  wire, µm  up-vias
li1                 -         -     2574
met1             36.3      7580     2340
met2             33.3      6590      140
met3             3.01       726       24
met4             4.81       334        0
met5                0         0        -
## cell type report
class / instances / area [µm²]
clock buffers: 14 / 284
inverters: 7 / 26.3
clock inverters: 2 / 35.0
well taps: 172 / 215
repair buffers: 82 / 771
fillers: 1252 / 6450
multi-input cells: 553 / 3170
flip-flops and latches: 96 / 1920
## placed cells by master, fill, tap and decap left out, drive strengths merged, types with 2 or more instances in the layout
cell type / count
a211o: 8
a211oi: 25
a21oi: 91
a31oi: 4
and3: 4
buf: 17
clkbuf: 14
clkdlybuf4s50: 65
dfxtp: 96
inv: 7
mux2: 2
mux2i: 35
nand2: 177
nand2b: 3
nand3: 11
nand3b: 3
nand4: 2
nor2: 49
nor2b: 2
nor3: 16
nor3b: 2
nor4: 8
nor4b: 3
o2111ai: 2
o211a: 2
o211ai: 4
o21ai: 46
o21bai: 5
o31a: 5
o31ai: 3
or2: 3
or3: 2
or4: 5
xnor2: 9
xor2: 7
## final timing paths
check	to	from	depth (start not counted)
worst max register to register	count[1]	count[0]	9
worst max-delay path	DAT_O[0]	ADDR_I[2]	5
worst min-delay path	ctrl[8]	ctrl[8]	2
worst min register to register	ctrl[8]	ctrl[8]	2
Power is estimated from default activity; no workload was simulated.
