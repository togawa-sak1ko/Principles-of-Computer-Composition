File: /design/flow/run.sh
#!/bin/bash
# OpenROAD 26Q1-2900-gdf79404cd8, Yosys 0.63+post, stock flow scripts
make -C /OpenROAD-flow-scripts/flow DESIGN_CONFIG=/design/flow/config.mk WORK_HOME=/design/flow/orfs finish
File: /design/flow/config.mk
export PLATFORM = sky130hd
export DESIGN_NAME = gpr
export DESIGN_NICKNAME = gpr
export VERILOG_FILES = /design/flow/design.v
export SDC_FILE = /design/flow/constraint.sdc
export NUM_CORES = 4
export LEC_CHECK = 1
export CORE_UTILIZATION = 30
File: /design/flow/constraint.sdc
current_design gpr

set clk_period 12.3
set clk_io_pct 0.2

create_clock -name clk0 -period $clk_period [get_ports {clk}]

set non_clock_inputs [all_inputs -no_clocks]
set_input_delay [expr $clk_period * $clk_io_pct] -clock clk0 $non_clock_inputs
set_output_delay [expr $clk_period * $clk_io_pct] -clock clk0 [all_outputs]
File: /design/flow/design.v
module gpr(
input [31:0]aluout,
input [31:0]dm_out,
input [31:0]pc_4,
input [2:0]write_sel,
input en,
input clk,
input rst,
output wire [31:0]busa,
output wire [31:0]busb,
input [4:0]ra,
input [4:0]rb,
input [4:0]wr1,
input [4:0]wr2,
input [1:0]regdst,
input less,
input carry,
input addi,
input lb,
input [31:0]cp0_out
);
reg [31:0]data[31:0];
integer i;
reg [4:0]wr;
reg [31:0]din;
initial
begin
for(i=0;i<32;i=i+1) data[i]=0;
end
always @(posedge clk)begin
case(regdst)
2'b00:begin
wr = wr1;
end
2'b01:begin
wr = wr2;
end
2'b10:begin
wr = 5'b11111;
end
2'b11:begin
wr = 5'b11111;
end
default:;
endcase
case(write_sel)
3'b000:begin
din = aluout;
end
3'b001:begin
	if(lb) din = {{24{dm_out[7]}},dm_out[7:0]};
	else din = dm_out;
end
3'b010:begin
din = pc_4;
end
3'b011:begin
if(less) din=32'h00000001;
else din =32'h00000000;
end
3'b100:begin
din = cp0_out;
end
default:;
endcase
if(rst)begin
for(i=0;i<32;i=i+1) data[i]=0;
end
if(en)begin
	if(wr!=0)begin
		if(addi&&carry)begin
			data[wr]=din;
			data[5'b11110]=1;
		end
		else data[wr]=din;
	end
end
end
assign busa=data[ra];
assign busb=data[rb]; 
endmodule
==> Implementation_results.wiki <==
=== Physical design figures ===
{| class="wikitable"
! Metric !! Value
|-
| Run status || completed
|-
| Static power due to leakage || 21.2 nW
|-
| DRC marker count from the first detailed-route iteration || 2651
|-
| Data arrival, critical path || 6420 ps
|-
| Tcrit/Tclk final || 0.722
|-
| Max transition margin || 0.109
|-
| Register clock-pin slew on the reported worst setup and hold paths || 60 ps
|-
| Die width || 422 microns
|-
| Deepest clock path buffer count || 3
|-
| Area fraction in full adders, half adders and majority gates || 0
|-
| Number of hold violations in the final report || 0
|-
| Warning total across the stage logs || 26
|-
| Critical path class || in -> out
|-
| Top FF cell, synth || sky130_fd_sc_hd__edfxtp_1
|-
| Detailed-routing iteration count for the pre-antenna-repair pass || 7
|-
| Final routed wire length divided by cell count || 31.5 microns
|-
| Area share of the largest cell type after synthesis || 0.582
|-
| Full die area || 178000 sq um
|-
| Pre-CTS worst setup slack || 3500 ps
|-
| # Max-Cap Violations || 0
|-
| Vias in the first global route || 38400
|-
| Global-route congestion overflow total || 0
|-
| Clock tree from TritonCTS || done
|-
| Remaining routing DRC violations || 0
|-
| Count of standard-cell rows || 153
|-
| Power per standard cell area || 141 nW/um^2
|-
| Setup violation total in the final timing report || 0
|-
| # port buffers || 223
|-
| Slew of the pin with the lowest slew margin || 1320 ps
|-
| And+or+nand+nor area frac || 0.101
|-
| Critical path endpoint category || primary output
|-
| Worst clock skew on the final layout || 16.0 ps
|-
| Cell taking the most area after synthesis || sky130_fd_sc_hd__edfxtp_1
|-
| Unrepaired setup endpoints after global routing || false
|-
| Global placement routability congestion || 0.977
|-
| Number of distinct standard cells referenced by the synthesized netlist || 51
|-
| Peak supply drop || 0.116 mV
|-
| Count of buffers added by post-CTS timing repair for setup || 0
|-
| Post-cts gate resize count || 0
|-
| Max frequency || 0.113 GHz
|-
| Overall Power || 0.00869 W
|-
| Initial cell density of the core || 0.303
|-
| Instance count of the mapped netlist || 3731
|-
| Mux cell area share || 0.224
|-
| Initial antenna violation count || 12
|-
| Largest cells by area after synthesis || sky130_fd_sc_hd__edfxtp_1 58%, sky130_fd_sc_hd__mux4_2 22%, sky130_fd_sc_hd__nor2_1 6.9%
|-
| Critical path startpoint category || primary input
|-
| Avg Synthesized Cell Area || 14.2 sq um
|-
| Total via count in the routed design || 36100
|-
| Seq share, synth || 0.594
|-
| Most frequent logic cell in the layout || sky130_fd_sc_hd__edfxtp_1
|-
| Post-synthesis cell area || 52900 sq um
|-
| Number of buffers added by the clock tree synthesis step || 112
|-
| Maximum number of pins on one net before global-route repair || 68
|-
| Area grow syn2layout || 16.4%
|-
| Layout Utilization || 0.353
|-
| Post-Route Setup TNS || 0 ps
|-
| Dominant combinational cell family by area after synthesis || multiplexers
|-
| Quantity of hold-fixing buffers added after cts || 0
|-
| Seq cells post-synth || 1056
|-
| Filler Cell Count || 16200
|-
| Synthesis Warnings || 1
|-
| Final worst path period need || 8880 ps
|-
| Yosys stat chip area || 52900 sq um
|-
| First-pass GRT wire length || 278000 microns
|-
| DRT antenna net count || 0
|-
| Req. time, crit path || 9840 ps
|-
| Clock latency on the worst-skew pair || 760 ps
|-
| Most used cells in the layout excluding fill and tap cells || 1024 x sky130_fd_sc_hd__edfxtp_1, 976 x sky130_fd_sc_hd__nor2_1, 512 x sky130_fd_sc_hd__mux4_2
|-
| Max H-tree Level || 3
|-
| Kind of path behind the tightest hold check || reg -> reg
|-
| Core region area || 174000 sq um
|-
| Yosys stat cell total || 3731
|-
| Placed standard-cell area || 58100 sq um
|-
| Share of synthesized cell area in and-or and or-and compound cells || 0.0458
|-
| Drt via density || 5.73
|-
| Share of layout cells above drive strength 1 || 0.239
|-
| Crit-path max FO || 23
|-
| DP HPWL || 122000 microns
|-
| Routed Wire Length || 199000 microns
|-
| I/O pins || 224
|-
| Clock sink total || 1056
|-
| Master cell of the clock root buffer || sky130_fd_sc_hd__clkbuf_16
|-
| Vertical die dimension || 422 microns
|-
| Final instance area || 61600 sq um
|-
| Post-synthesis share of cell area spent on xor and xnor gates || 0
|-
| Smallest setup slack after layout || 3420 ps
|-
| Async SR Flop Fraction || 0
|-
| Slew Viols, Final || 0
|-
| EDFF count, synth || 1024
|-
| Total global routing track utilization || 0.237
|}
[cell type report]
cell class / instances / area, sq um / share of cell area
Sequential cell: 1056 / 31400 / 0.510
Timing Repair Buffer: 403 / 3600 / 0.0585
Antenna cell: 5 / 12.5 / 0.000203
Tap cell: 2325 / 2910 / 0.0473
Inverter: 42 / 158 / 0.00256
Clock buffer: 134 / 2910 / 0.0472
Multi-Input combinational cell: 2260 / 20000 / 0.325
Clock inverter: 69 / 578 / 0.00939
[synthesized netlist by cell type (2+ instances only)]
library cell and count:
sky130_fd_sc_hd__mux4_2 512, sky130_fd_sc_hd__or3_1 5, sky130_fd_sc_hd__nand4_1 9, sky130_fd_sc_hd__o211ai_1 3
sky130_fd_sc_hd__dfxtp_1 32, sky130_fd_sc_hd__and3_1 3, sky130_fd_sc_hd__a21oi_1 34, sky130_fd_sc_hd__edfxtp_1 1024
sky130_fd_sc_hd__buf_4 3, sky130_fd_sc_hd__o31ai_1 2, sky130_fd_sc_hd__buf_1 23, sky130_fd_sc_hd__nand2_1 76
sky130_fd_sc_hd__o21ai_0 40, sky130_fd_sc_hd__mux2i_1 27, sky130_fd_sc_hd__nor2_1 977, sky130_fd_sc_hd__nor2_2 2
sky130_fd_sc_hd__or2_1 3, sky130_fd_sc_hd__nand3b_1 7, sky130_fd_sc_hd__o22ai_1 277, sky130_fd_sc_hd__nand3_1 44
sky130_fd_sc_hd__o32a_1 2, sky130_fd_sc_hd__or3b_2 3, sky130_fd_sc_hd__nor2b_1 6, sky130_fd_sc_hd__inv_1 42
sky130_fd_sc_hd__nand2b_1 36, sky130_fd_sc_hd__clkbuf_1 249, sky130_fd_sc_hd__and2_1 5, sky130_fd_sc_hd__mux2_2 2
sky130_fd_sc_hd__o32ai_1 2, sky130_fd_sc_hd__nor3b_1 2, sky130_fd_sc_hd__nor3_1 40, sky130_fd_sc_hd__o21a_1 3
sky130_fd_sc_hd__buf_6 2, sky130_fd_sc_hd__nor4_1 64, sky130_fd_sc_hd__buf_2 127, sky130_fd_sc_hd__or2_2 4
sky130_fd_sc_hd__o21ai_1 25
[routing by layer]
metal  up-vias  share of wire  track usage  wire, microns
met2      2914           0.46        0.348          91100
met1     17700           0.28        0.231          56500
met4        37          0.063        0.113          12500
li1      14700              -            -              -
met5         -         0.0038       0.0261            761
met3       680           0.19        0.198          37700
[per-stage QoR]
step                      instances  hold WS, ps
after floorplan                3762          635
after global placement         6086          793
after detailed placement       6086          808
after CTS                      6289          826
after global routing           6291          827
final                          6294          809
[path summary, 6_finish.rpt]
kind | from | cells past startpoint | slack, ps | end
setup / recovery | rb[4] | 6 | 3420 | busb[3]
hold / removal | din[25] | 3 | 810 | din[25]
setup reg to reg | din[0] | 5 | 10340 | data[25][0]
hold reg to reg | din[25] | 3 | 810 | din[25]
[kinds of logic after synthesis]
kind of cell / count (synthesis)
compound gates: 397
other cells: 1
flops: 1056
mux: 541
simple gates: 1290
buf+inv: 446
[worst max-delay path, cell delays in order]
cell and delay (ps):
sky130_fd_sc_hd__clkdlybuf4s50_1 690, sky130_fd_sc_hd__or3b_2 650, sky130_fd_sc_hd__buf_4 580, sky130_fd_sc_hd__o22ai_1 310
sky130_fd_sc_hd__nor4_1 1060, sky130_fd_sc_hd__clkdlybuf4s50_1 650
[flip-flops by register name (all words and copies together) (netlist names)]
signal  count
data     1024
din        32
[power breakdown]
| part | total (W) | switching, W | internal (W) |
|---|---|---|---|
| registers | 0.00419 | 0.0000741 | 0.00412 |
| clock network | 0.00330 | 0.00146 | 0.00184 |
| logic | 0.00119 | 0.000721 | 0.000472 |
| total | 0.00869 | 0.00226 | 0.00643 |
Power and IR drop assume default switching activity.
