$ cat flow/config.mk
export PLATFORM = sky130hd
export DESIGN_NAME = npc
export DESIGN_NICKNAME = npc
export VERILOG_FILES = /design/flow/design.v
export SDC_FILE = /design/flow/constraint.sdc
export NUM_CORES = 4
export LEC_CHECK = 1
export CORE_AREA = 10 10 121 121
export DIE_AREA = 0 0 131 131
$ cat flow/constraint.sdc
current_design npc

set clk_period 23.1
set clk_io_pct 0.2

create_clock -name clk0 -period $clk_period

set non_clock_inputs [all_inputs -no_clocks]
set_input_delay [expr $clk_period * $clk_io_pct] -clock clk0 $non_clock_inputs
set_output_delay [expr $clk_period * $clk_io_pct] -clock clk0 [all_outputs]
$ cat flow/run.sh
#!/bin/bash
# OpenROAD 26Q1-2900-gdf79404cd8, Yosys 0.63+post, stock flow scripts
make -C /OpenROAD-flow-scripts/flow DESIGN_CONFIG=/design/flow/config.mk WORK_HOME=/design/flow/orfs finish
$ cat flow/design.v
module npc(
input [25:0]imm1,
input [31:0]pc,
input [31:0]gpr,
output reg [31:0]npc,
output reg [31:0]pc_4_1,
input [1:0]pc_sel,
input zero,
input intreq,
input [31:0]epc,
input eret
);
reg [15:0]imm;
reg [31:0]pc_4;
initial begin
npc=32'h00003000;
end
always @(*)begin
imm = {imm1[15:0]};
pc_4 = pc+4;
pc_4_1 = pc;
if(intreq)begin
npc = 32'h00004180;
end
else if(eret==1) npc = epc;
case(pc_sel)
2'b00:begin
npc=pc_4;
end
2'b01:begin
if(zero) npc={{14{imm[15]}},imm[15:0],{2'b00}}+pc;
else npc=pc_4;
end
2'b10:begin
npc={pc_4[31:28],imm1[25:0],{2'b00}};
end
2'b11:begin
npc=gpr;
end
default:npc=pc_4;
endcase
end
endmodule
==> job_summary.md <==
## PnR job results

| Metric | Value |
|---|---|
| Status | `completed` |
| Register area | `0 µm²` |
| Slowest cell on the critical path | `clkdlybuf4s50_1` |
| Final hold vios | `0` |
| RSZ-0062 raised after global routing | `false` |
| Largest net degree at the start of global routing | `between 40 and 50` |
| Max FO, Critical Path | `17` |
| YS chip area | `about 0.0035 mm²` |
| Remaining antenna violation count | `0` |
| WS Path Type | `in2out` |
| Switching part of the total | `between 40% and 50%` |
| Clk network pwr share | `0%` |
| Fin crit share | `approximately 55%` |
| Arr. time, crit path | `8.13 ns` |
| CLK BUF | `0` |
| YS warnings | `1` |
| Cell Type Count | `75` |
| Top cells by count, synth | `a21oi_1, nand2_1, nor2_1` |
| Int Pwr | `61.3 µW` |
| Net Switching | `around 55 µW` |
| Post-CTS setup buffers | `0` |
| PortBufs | `157` |
| Top Ports | `around 190` |
| Gr usage total | `~17%` |
| Worst IR drop on VDD | `just under 0.000008 V` |
| Required @ worst endpoint | `around 18 ns` |
| GR Overflow Total | `0` |
| DR vias/cell | `between 5 and 6` |
| FP Core Util | `about 30%` |
| Final setup fails | `0` |
| Part of the power in combinational logic | `around 100%` |
| Number of core rows | `40` |
| Syn Std Cell Area | `0.00354 mm²` |
| Power per cell area | `roughly 23 mW/mm²` |
| Die W | `between 100 and 150 µm` |
| Hold Worst Slack | `roughly 10 ns` |
| Fmax | `about 80 MHz` |
| Worst slew pin tran | `around 0.78 ns` |
| Final core occ | `approximately 42%` |
| Ant. Diodes | `0` |
| Number of cells in Yosys stat | `between 500 and 600` |
| Placer Congestion | `between 0.9 and 1` |
| Critical path buffer and inverter count | `2` |
| Die ar. | `about 0.017 mm²` |
| Slowest stage delay, CP | `0.80 ns` |
| Post-CTS Resized | `0` |
| Cell taking the most area after synthesis | `ha_1` |
| Avg Cell Area, Syn | `7.03 µm²` |
| First-pass GRT wire length | `around 23 mm` |
| Drt pass-1 iters | `4` |
| Synth Instances | `just over 500` |
| Gate Area | `~0.0032 mm²` |
| Hold buffers post-CTS | `0` |
| Slew headroom | `a little under half` |
| MaxCap Viol Count | `0` |
| Worst Setup End Kind | `output pin` |
| Static Leakage | `1.96 nW` |
| Area delta synth->final | `41.4%` |
| Log Warnings | `roughly 66` |
| Wire per inst | `19.8 µm` |
| Total core area | `0.0121 mm²` |
| Final slew viol count | `0` |
| # fillers | `1,227` |
| Hold Crit Class | `in2out` |
| Antenna violations before repair | `0` |
| # DRC | `0` |
| Flops | `0` |
| Crit path cell chain | `clkdlybuf4s50_1, ha_1, a21oi_1, o21ai_0, a221oi_1, o21a_1, o21ai_0, a311oi_1, o21ai_1, clkdlybuf4s50_1` |
| Register share after synthesis | `0%` |
| Setup TNS | `0 ns` |
| Share of cells above drive strength 1 | `a little under 7%` |
| Overall via count from detail_route | `4,174` |
| Final Critical Period | `around 13 ns` |
| Top Family by Delay on Critical Path | `AND-OR/OR-AND gates` |
| Die height | `between 100 and 150 µm` |
| Area share, top type | `between 10% and 20%` |
| Final WL | `15.3 mm` |
| Vias in the first global route | `3,952` |
| DP Wirelength | `12.8 mm` |
| Most frequent cell after synthesis | `a21oi_1` |
| CP Launch Type | `input pin` |
| 1st-iter DRT viols | `roughly 290` |
| Flop pwr share | `0%` |
| Largest cells by area | `ha_1, buf_4, a21oi_1, xnor2_1, xor2_1` |
through the flow:
step	power [mW]	cells	instance area, µm²	setup slack [ns]
global route	0.128	775	5010	10.05
CTS	0.117	775	5010	10.35
finish	0.117	775	5010	10.35
detailed placement	0.117	775	5010	10.36
floorplan	0.0638	504	3540	11.88
global placement	0.117	775	5010	10.30
cells in the final DEF (no fill, tap or decap), types with 9 or more instances in the layout:
cell / n
mux2i_1: 10
nand3_1: 19
xor2_1: 25
nand4_1: 9
nand2_1: 44
xnor2_1: 25
a21o_1: 17
o21ai_0: 33
a21oi_1: 48
ha_1: 30
clkdlybuf4s50_1: 157
and3_1: 10
nor2_1: 38
path summary, 6_finish.rpt:
check                 startpoint   endpoint  cells after the start
worst max-delay path    imm1[15]    npc[31]                     10
worst min-delay path       pc[1]  pc_4_1[1]                      2
cell type report:
type / instances / share of cell area [%]
timing repair buffer: 161 / 32.0
multi-input combinational: 438 / 63.2
tap: 168 / 4.20
inverter: 8 / 0.599
cells by family (layout without fill, tap and decap cells):
logic type               Yosys count  in the layout  synth area share [%]
XOR/XNOR                          50             50                  12.4
AND/OR/NAND/NOR                  164            164                  24.7
multiplexers                      18             18                  7.59
adder cells (fa/ha/maj)           31             31                  11.2
AND-OR/OR-AND                    175            175                  33.6
buffers and inverters             66            169                  10.6
routing by layer:
layer	track usage (%)	up-vias	share of wire, %
met4	0.916	0	0.59
met5	0	-	0
met3	2.29	6	7.0
met1	24.9	1960	46
met2	27.2	122	46
li1	-	2086	-
power groups by stage:
stage / Sequential (mW) / Clock, mW / Combinational, mW
after CTS: 0 / 0 / 0.117
after global routing: 0 / 0 / 0.128
final: 0 / 0 / 0.117
Power is estimated from default activity; no workload was simulated.
